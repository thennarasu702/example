[config.mk]
export PLATFORM = sky130hd
export DESIGN_NAME = seq_mul
export DESIGN_NICKNAME = seq_mul
export VERILOG_FILES = /design/flow/design.v
export SDC_FILE = /design/flow/constraint.sdc
export NUM_CORES = 4
export LEC_CHECK = 1
export CORE_UTILIZATION = 30
[constraint.sdc]
current_design seq_mul

set clk_period 4.3
set clk_io_pct 0.2

create_clock -name clk0 -period $clk_period [get_ports {clk}]

set non_clock_inputs [all_inputs -no_clocks]
set_input_delay [expr $clk_period * $clk_io_pct] -clock clk0 $non_clock_inputs
set_output_delay [expr $clk_period * $clk_io_pct] -clock clk0 [all_outputs]
[design.v]
module seq_mul(clk, rst, start, a, b, product, done);
  input clk, rst, start;
  input [3:0] a, b;
  output [7:0] product;
  output done;
  reg [7:0] product, multiplicand;
  reg [3:0] multiplier;
  reg [3:0] count;
  reg done, busy;
  always @(posedge clk or posedge rst) begin
    if (rst) begin
      product <= 0;
      multiplicand <= 0;
      multiplier <= 0;
      count <= 0;
      done <= 0;
      busy <= 0;
    end else if (start & ~busy) begin
      product <= 0;
      multiplicand <= a;
      multiplier <= b;
      count <= 4;
      done <= 0;
      busy <= 1;
    end else if (busy) begin
      if (multiplier[0])
        product <= product + multiplicand;
      multiplicand <= multiplicand << 1;
      multiplier <= multiplier >> 1;
      count <= count - 1;
      if (count == 0) begin
        done <= 1;
        busy <= 0;
      end
    end
  end
endmodule
[run.sh]
#!/bin/bash
# OpenROAD 26Q1-2900-gdf79404cd8, Yosys 0.63+post, stock flow scripts
make -C /OpenROAD-flow-scripts/flow DESIGN_CONFIG=/design/flow/config.mk WORK_HOME=/design/flow/orfs finish
==> run summary <==
Observations from the implementation run.

Clock network:
- The run puts the count of hold-fix buffers inserted at cts at 0.
- In this run the clock root is driven by a clkbuf_8.
- The clock passes through at most 2 buffers.
- TritonCTS built the clock tree.
- The run puts the number of post-CTS setup repair buffers at 0.
- The run gives the clock latency on the worst-skew pair as 0.26 ns.
- The registers of the reported paths see a clock transition of 0.09 ns.
- Post-CTS repair ended up resizing 0 cells.
- The run gives the number of clock buffers inserted by TritonCTS as 3.
- The run gives the H-tree level count as 1.
- TritonCTS reports the number of clock sinks as 26.

STA:
- The run gives the post-route clock period utilization as 54.8%.
- For the pin with the worst max-slew slack, the measured transition is 0.842 ns.
- In the final timing run, aggregate negative setup slack is 0 ns.
- Setup repair after global routing left no endpoint under its margin.
- In this run the tightest slew margin relative to its limit is 43.9%.
- The run puts the minimum clock period after layout at 2.36 ns.
- The run puts the setup-violating endpoint count in the final report at 0.
- The run puts the clock skew at 0.00898 ns.
- The run gives the final count of hold timing violations as 0.
- The run gives the highest clock rate as 0.424 GHz.
- The run puts the max-slew violation count at 0.

Synthesis:
- The run puts the yosys warning tally at 1.
- The run puts the number of cells in Yosys stat at 136.
- The post-synth register bit count is 26.
- The run puts the post-synthesis cell area at 1380 um^2.
- Of the post-synthesis cell area, the part taken by muxes is 5.79%.
- The run gives the synthesized-area fraction occupied by and/or/nand/nor cells as 13.8%.
- The run puts the fraction of synthesized cell area in xor and xnor cells at 4.43%.
- The run gives the chip area estimate from yosys synthesis as 1380 um^2.
- The run puts the post-synthesis sequential area ratio at 47.0%.
- The synthesized netlist devotes 16.6% of its cell area to compound gates.
- Per the synthesis report, the adder-cell share of the synthesized area is 8.68%.
- Among the non-sequential cells, AND-OR/OR-AND gates take the most area.
- The run gives the instance count of the mapped netlist as 136.
- Per the post-synthesis stats, the area per cell is 10.2 um^2.
- The netlist uses 32 different library cells.

Hold path:
- The worst hold path belongs to the class reg -> reg.

GRT:
- The via count of the first global-routing pass was 1022.
- The global routing report lists combined usage of all routing layers as 11.7%.
- The run puts the number of antenna violations at the first check in global routing at 0.
- The run gives the largest net degree at the start of global routing as 31.
- The run gives the global-route wire length before repair as 4.62 mm.
- Global routing finished with a remaining overflow of 0.

Critical path:
- The run puts the data arrival time of the critical path at 2.52 ns.
- The setup path with the least slack is of type in -> reg.
- The run gives the slowest cell on the critical path as clkdlybuf4s50_1.
- The largest single stage delay on the critical path is 0.87 ns.
- The run puts the required time of the critical path at 4.46 ns.
- Traced cell by cell, the critical path runs through clkdlybuf4s50_1, nor2_2, or2_1, a32o_1.
- The worst setup path is captured at a flop.
- The run puts the maximum fanout count along the critical path at 14.
- The kind of cell with the highest combined delay along the critical path is buffers and inverters.
- Counting both buffers and inverters, the worst setup path holds a total of 1.
- The worst setup path is launched from a primary input.

Floorplanning:
- The run puts the die height at 69.9 um.
- The run gives the x dimension of the die as 69.9 um.
- The run puts the initial standard-cell utilization of the core at 31.6%.
- The run puts the core area at 4380 um^2.
- For reference, the placement row count at floorplan is 24.
- In this run the full chip footprint comes out at 4890 um^2.
- The run gives the number of placed I/O pins as 20.

Final layout:
- Cells with a size suffix above 1 make up 7.79% of the layout.
- The area taken by sequential standard cells is reported as 651 um^2.
- The run puts the signed area change from the synthesized netlist to the final layout at 20.3%.
- Per the layout area report, the combinational gate area comes to 683 um^2.
- In the final layout, the fill cell count is 427.

Place:
- The placement report lists the number of port buffers as 19.
- The run gives the total half-perimeter wirelength after legalization and detailed placement as 1.89 mm.
- The final weighted congestion recorded by global placement is 0.912.

Drt:
- The run gives the iteration-0 DRC count of the detailed router as 50.
- The run gives the antenna violation net count after detailed routing as 0.
- For this sky-water flow run, the detailed-routed wirelength per cell is reported as 12.5 um.
- The run puts the total wire length at 2.57 mm.
- The run gives the number of remaining DRC errors as 0.
- The run puts the number of diodes at 0.
- The run gives the total number of vias as 1015.
- The iteration count recorded for the first detailed-route pass is 4.
- The run puts the average via count per standard cell at 4.93.

Power and ir drop:
- The run gives the overall power after layout as 976 uW.
- In this run the VDD rail shows a maximum IR drop of 0.279 mV.
- The run puts the power density relative to cell area at 586 nW/um^2.
- For this design the static power due to leakage is 0.000730 uW.

Job:
- Per the run summary, max-cap violations total 0.
- The run gives the stage-log warning count as 25.

Outcome:
- The flow ran to the end, and the final reports show no timing, DRC or antenna violations.
## routing by layer
metal / up-vias / routed length, um / part of all wire (%) / track usage (%)
li1: 513 / - / - / -
met1: 485 / 1210 / 47 / 17.9
met2: 15 / 1240 / 48 / 19.0
met3: 2 / 97 / 3.8 / 2.19
met4: 0 / 14 / 0.55 / 0.667
met5: - / 0 / 0 / 0
## where the power goes
group	internal (uW)	switching, uW
Clock	62.6	70.1
Combinational	200	197
Sequential	334	112
## metrics by stage
step           instances  hold slack [ns]  util (%)  instance area, um^2  setup WS (ns)
5_1_grt              206            0.523      38.0                 1660           1.82
2_1_floorplan        136            0.449         -                 1380           2.58
3_3_place_gp         203            0.461      37.0                 1620           1.66
6_report             206            0.489      38.0                 1660           1.94
3_5_place_dp         203            0.475      37.0                 1620           1.63
4_1_cts              206            0.496      38.0                 1660           1.92
## cells in the mapped netlist
cell	instances	area share, %
a2111oi_4	1	2.0
a21oi_1	6	2.2
a21oi_2	1	0.63
a22o_1	2	1.3
a31oi_1	1	0.45
a32o_1	2	1.4
and3_1	1	0.45
buf_2	4	1.4
clkbuf_1	1	0.27
dfrtp_1	26	47
fa_1	1	1.4
ha_1	8	7.2
inv_1	7	1.9
mux2i_1	8	5.8
nand2_1	18	4.9
nand2_2	1	0.45
nand2b_1	2	0.90
nand3_2	2	1.4
nor2_1	5	1.4
nor2_2	2	0.90
nor3_1	4	1.4
nor3b_1	2	1.1
o21ai_0	16	5.8
o21ai_1	2	0.72
o21ai_2	1	0.63
o21bai_1	1	0.54
o22ai_1	1	0.45
o31ai_1	1	0.54
or2_1	1	0.45
or3_1	1	0.45
xnor2_1	5	3.2
xor2_1	2	1.3
## final cells by class
type                            count  share of cell area [%]
Sequential cell                    26                    39.1
Multi-Input combinational cell     98                    41.1
Tap cell                           52                    3.91
Clock buffer                        3                    2.48
Timing Repair Buffer               20                    11.9
Inverter                            7                    1.58
## worst register-to-register path, stage by stage (launching register included)
cell and delay (ns):
dfrtp_1 0.41, ha_1 0.25, fa_1 0.41, a21oi_1 0.23, o31ai_1 0.09, a21oi_1 0.19
xor2_1 0.16, o21ai_1 0.07
## registers in the layout, summed over array words and instances (netlist names)
| register | flops |
|---|---|
| product | 8 |
| done | 1 |
| busy | 1 |
| multiplier | 4 |
| multiplicand | 8 |
| count | 4 |
## worst paths after layout
check / start / end / slack (ns) / cells past startpoint
worst min register to register: multiplier[1] / multiplier[0] / 0.49 / 2
worst max register to register: product[0] / product[6] / 2.38 / 7
max in group asynchronous: rst / multiplicand[1] / 3.10 / 3
min in group asynchronous: rst / count[0] / 0.95 / 3
worst min-delay path: multiplier[1] / multiplier[0] / 0.49 / 2
worst max-delay path: start / product[1] / 1.94 / 4
## layout by cell type, fill, tap and decap left out, types with 2 or more instances in the layout
| cell | count |
|---|---|
| a21oi_1 | 6 |
| dfrtp_1 | 26 |
| clkdlybuf4s50_1 | 19 |
| nand3_2 | 2 |
| o21ai_0 | 16 |
| nor3_1 | 4 |
| nor2_2 | 2 |
| nand2b_1 | 2 |
| a22o_1 | 2 |
| xnor2_1 | 5 |
| nor2_1 | 5 |
| o21ai_1 | 2 |
| xor2_1 | 2 |
| ha_1 | 8 |
| nand2_1 | 18 |
| a32o_1 | 2 |
| mux2i_1 | 8 |
| inv_1 | 7 |
| clkbuf_8 | 3 |
| nor3b_1 | 2 |
## cell families (layout without fill, tap and decap cells)
logic type / count (synthesis) / after routing
xor gates and xnor gates: 7 / 7
and+or+nand+nor: 39 / 39
AOI/OAI and AO/OA: 35 / 35
adders and majority gates: 9 / 9
DFF: 26 / 26
muxes: 8 / 8
buffers and inverters: 12 / 30
Power and IR drop assume default switching activity.
