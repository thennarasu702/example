==> flow/config.mk <==
export PLATFORM = sky130hd
export DESIGN_NAME = dual_port_ram
export DESIGN_NICKNAME = dual_port_ram
export VERILOG_FILES = /design/flow/design.v
export SDC_FILE = /design/flow/constraint.sdc
export NUM_CORES = 4
export LEC_CHECK = 1
export CORE_UTILIZATION = 30
==> flow/constraint.sdc <==
current_design dual_port_ram

set clk_period 3.2
set clk_io_pct 0.2

create_clock -name clk0 -period $clk_period [get_ports {clk}]

set non_clock_inputs [all_inputs -no_clocks]
set_input_delay [expr $clk_period * $clk_io_pct] -clock clk0 $non_clock_inputs
set_output_delay [expr $clk_period * $clk_io_pct] -clock clk0 [all_outputs]
==> flow/design.v <==
module dual_port_ram(clk, we_a, we_b, addr_a, addr_b, din_a, din_b, dout_a, dout_b);
input clk, we_a, we_b;
input [3:0] addr_a, addr_b;
input [7:0] din_a, din_b;
output reg [7:0] dout_a, dout_b;
reg [7:0] ram[15:0];
always @(posedge clk) begin
if (we_a)
ram[addr_a] <= din_a;
if (we_b)
ram[addr_b] <= din_b;
dout_a <= ram[addr_a];
dout_b <= ram[addr_b];
end
endmodule
==> flow/run.sh <==
#!/bin/bash
# OpenROAD 26Q1-2900-gdf79404cd8, Yosys 0.63+post, stock flow scripts
make -C /OpenROAD-flow-scripts/flow DESIGN_CONFIG=/design/flow/config.mk WORK_HOME=/design/flow/orfs finish
==> deck_impl_summary.md <==
Flow Results at a Glance

Floorplan
  • DIE WIDTH: 164.8 µm
  • Chip Area: 27,140 µm²
  • Io pins: roughly 43
  • Fp util: around 31%
  • DIE HEIGHT: 164.8 µm
  • Row count: slightly below 60
  • Core area: approximately 26,000 µm²

Critical path
  • CP max FO: 9
  • Critical Path RT: approximately 3.3 ns
  • Crit path kind: in2reg
  • Worst Setup Start Kind: input port
  • Crit path DAT: between 2 and 3 ns
  • R2r setup slk: around 1.7 ns
  • Crit. End Element: flop

Clock network
  • Worst skew pair latency: between 0.4 and 0.5 ns
  • Post-CTS setup buffer count: 0
  • Clock Pin Slew Worst Setup and Hold Paths: 0.06 ns
  • Root Buffer: clkbuf_16
  • CTS tree: built
  • Post-CTS Hold Fix Bufs: 0
  • Resize count post-CTS: 0
  • Cts bufs inserted: 17
  • H-tree depth: 4
  • Clock Path Buffers: 2
  • Clock sinks: approximately 140

Final timing
  • RSZ-0062 raised after global routing: no
  • Final Max Slew Viols: 0
  • Crit share post-route: approximately three quarters
  • Final clock skew: between 0.007 and 0.008 ns
  • Worst slew margin: around half
  • Final min period: between 2 and 2.5 ns
  • Hold Vio Cnt, Final: 0
  • Setup_tns: 0 ns
  • Post-layout worst setup margin: approximately 0.76 ns
  • Worst Tran Pin Value: around 0.77 ns
  • Endpoints failing setup: 0
  • Max Clock Freq: between 400 and 500 MHz

Pwr
  • Reg power frac: a little under half
  • Cell Pwr Density: roughly 490 nW/µm²
  • Maximum vdd ir drop: about 0.30 mV
  • Combinational Power Share: approximately an eighth
  • Net Sw Frac: about a quarter
  • Int Pwr: about 3.5 mW
  • Total power: 4.610 mW
  • Net Sw Power: 1.099 mW
  • Clock power share: between 40% and 50%
  • Leak Pwr: 3.040 nW

Place
  • Dpl ws: approximately 0.32 ns
  • Hpwl dp: between 10,000 and 15,000 µm
  • RePlAce Congestion: 0.9404
  • I/O Buffers: 42

Yosys
  • Mapped Cells: 488
  • Synth async-reset ratio: 0%
  • Cell area leaders: edfxtp_1 48%, mux4_2 18%, mux2_2 18%
  • Distinct lib cells: 29
  • Cell taking the most area after synthesis: edfxtp_1
  • Syn Area/Cell: between 15 and 20 µm²
  • Synth warn: 1
  • Number of enable flip-flop cells: between 100 and 150
  • Area reported by Yosys stat: between 7000 and 8000 µm²
  • Mapped cell area: 7946 µm²
  • Cells in synth_stat.txt: just under 500
  • Count leader, synth: edfxtp_1
  • Top-area cell type share of the netlist area: ~48%
  • Yosys reg bits: roughly 140
  • Sequential area share after synthesis: between 50% and 60%
  • Synth Flop Type: edfxtp_1
  • Top cells by count: 128 x edfxtp_1, 126 x mux2_2, 64 x mux4_2

GRT
  • Initial antenna violation count: 0
  • Pin count of the biggest net entering global routing: 31
  • Vias in the first global route: between 5,000 and 6,000
  • Global route overflow: 0
  • Global-route wire length before repair: around 33,000 µm
  • Total global routing track utilization: around 18%

Route
  • Via Count: about 4,900
  • Wire per inst: about 25 µm
  • First DRT Iteration DRCs: a little under 400
  • Via-per-instance ratio: roughly 5.6
  • Post-DRT Antenna Nets: 0
  • Post-route DRC: 0
  • Pre-antenna DRT Iters: 5
  • Routed WL: ~22,000 µm
  • ANT cells: 0

Cells and area
  • Layout overhead on the synthesized area: 17.67%
  • Fraction of layout cells with a size suffix above 1: between 40% and 50%

Min path
  • Worst Hold Class: reg2reg

Run status
  • Status: finished, final reports clean

Run
  • # Max-Cap Violations: 0
  • Tool warnings: 25
## power by group through the flow
stage | Clock [mW] | Sequential (mW) | Combinational [mW]
after CTS | 1.87 | 2.18 | 0.581
after global routing | 1.95 | 2.19 | 0.620
final | 1.85 | 2.18 | 0.580
## layer usage
metal  routed length [µm]  global-route usage (%)
met2                10120                   26.83
met1                 8586                   23.98
met5                    0                       0
met3                 2700                   9.424
met4                  595                   3.420
## stage by stage
| stage | hold slack (ns) | std cells | util (%) | cell area (µm²) |
|---|---|---|---|---|
| 6_report | 0.7083 | 883 | 35.98 | 9350 |
| 4_1_cts | 0.7174 | 883 | 35.98 | 9350 |
| 2_1_floorplan | 0.6554 | 488 | - | 7946 |
| 5_1_grt | 0.7458 | 883 | 35.98 | 9350 |
| 3_3_place_gp | 0.7039 | 851 | 33.87 | 8802 |
| 3_5_place_dp | 0.7033 | 851 | 33.87 | 8802 |
## path summary, 6_finish.rpt
| check | to | startpoint | cells past startpoint |
|---|---|---|---|
| worst max-delay path | ram[12][4]$_DFFE_PP_ | addr_b[2] | 5 |
| worst min-delay path | dout_b[7]$_DFF_P_ | ram[15][7]$_DFFE_PP_ | 3 |
| worst max register to register | dout_b[4]$_DFF_P_ | ram[1][4]$_DFFE_PP_ | 3 |
| worst min register to register | dout_b[7]$_DFF_P_ | ram[15][7]$_DFFE_PP_ | 3 |
## layout make-up
class / count / area (µm²)
sequential: 144 / 4164
clock buffer: 18 / 429.2
multi-input combinational: 296 / 3563
fill: 2385 / 16630
clock inverter: 14 / 118.9
timing repair buffer: 76 / 655.6
tap: 335 / 419.2
## worst max-delay path, cell delays in order
cell and delay (ns):
clkdlybuf4s50_1 0.69, nand3_2 0.25, nand2b_1 0.52, o21ai_0 0.20, buf_4 0.25
## kinds of logic (layout without fill, tap and decap cells)
| family | count (synthesis) | in the layout | synth area share [%] |
|---|---|---|---|
| flops | 144 | 144 | 52.40 |
| compound gates | 48 | 48 | 4.204 |
| buf+inv | 48 | 108 | 2.755 |
| mux | 192 | 192 | 36.28 |
| simple gates | 56 | 56 | 4.361 |
## placed cells by master, fill, tap and decap left out, drive strengths merged, types with 4 or more instances in the layout
master and count:
clkinv 8, nor2b 5, mux2 128, dfxtp 16
a22oi 32, mux4 64, o22ai 9, nor2 12
buf 38, edfxtp 128, o21ai 6, clkinvlp 4
nand3b 4, clkdlybuf4s50 38, clkbuf 18, nand2 19
nand2b 7
## registers in the layout, indices dropped and copies added (netlist names)
name    count
ram       128
dout_b      8
dout_a      8
Power and IR drop assume default switching activity.
