==> design/flow/design.v <==
module single_port_ram(clk, we, addr, din, dout);
input clk, we;
input [3:0] addr;
input [7:0] din;
output reg [7:0] dout;
reg [7:0] ram[15:0];
always @(posedge clk) begin
if (we)
ram[addr] <= din;
dout <= ram[addr];
end
endmodule
==> design/flow/run.sh <==
#!/bin/bash
# OpenROAD 26Q1-2900-gdf79404cd8, Yosys 0.63+post, stock flow scripts
make -C /OpenROAD-flow-scripts/flow DESIGN_CONFIG=/design/flow/config.mk WORK_HOME=/design/flow/orfs finish
==> design/flow/config.mk <==
export PLATFORM = sky130hd
export DESIGN_NAME = single_port_ram
export DESIGN_NICKNAME = single_port_ram
export VERILOG_FILES = /design/flow/design.v
export SDC_FILE = /design/flow/constraint.sdc
export NUM_CORES = 4
export LEC_CHECK = 1
export CORE_UTILIZATION = 30
==> design/flow/constraint.sdc <==
current_design single_port_ram

set clk_period 1.8
set clk_io_pct 0.2

create_clock -name clk0 -period $clk_period [get_ports {clk}]

set non_clock_inputs [all_inputs -no_clocks]
set_input_delay [expr $clk_period * $clk_io_pct] -clock clk0 $non_clock_inputs
set_output_delay [expr $clk_period * $clk_io_pct] -clock clk0 [all_outputs]
==> out/results.txt <==
Fmax - 570 MHz
Port bufs - 21
Vias - 2447
FF+latch count, synth - 136
WS Path Type - primary input to flop
Fin crit period - 1.75 ns
Status - finished, final reports clean
Hold Crit Class - primary input to flop
Setup_tns - 0 ns
Worst r2r dst - dout[1]
Sw Share - 19.7%
Combinational Power Share - 5.5%
Wire length on met3 - 1010 um
Drt via density - 4.62
Hold bufs inserted after CTS - 0
CP max FO - 6
FILL cells - 1415
Root buffer cell - clkbuf_16
Setup repair bufs after CTS - 0
Clock-pin slew on the worst setup and hold paths - 0.06 ns
Routed wire per std cell - 18.3 um
Vias in the first global route - 2687
Antenna-violating nets left - 0
Largest net degree at the start of global routing - 26
Placed Cells - 498
Final setup viols - 0
P_sw - 1.41 mW
Total GRT Usage - 12.8%
Insertion delay at the late pin of the worst-skew pair - 0.40 ns
Initial antenna violation count - 0
DPL Wire Length - 6340 um
Hold Startpoint - addr[1]
Clk sinks - 136
Commonest Layout Cell - edfxtp_1
Hold_ws - 0.633 ns
Seq share, synth - 79.0%
Cell Int Power - 5.75 mW
Area growth from synthesis to layout - 26.4%
Crit path capture type - flop
Remaining global-route overflow - 0
Die X - 132 um
TritonCTS clock tree - yes
Cells on worst reg2reg path - 3
Power Density - 1120 mW/mm^2
Worst R2R Start - ram[2][1]
Gpl congestion - 0.791
Core box area - 0.0165 mm^2
H-tree depth - 4
I/O pin count - 22
# Cells Yosys - 230
Final Cycle Share - 97.4%
Unique cell types - 18
Fin cells - 530
Startpoint Class - primary input
Flop2flop setup slack - 0.40 ns
Arrival @ worst endpoint - 1.86 ns
Worst Hold Depth - 5
Yosys stat chip area - 0.00507 mm^2
Clock share of power - 44.8%
Count of tool warnings - 25
Layout cells sized above 1 - 34.2%
Highest routed layer - met4
Post-route DRC - 0
Final hold violation count - 0
DRT Pass-1 Iters - 4
Worst ir drop on vdd - 642 uV
Worst Max-Slew Pin Slew - 0.725 ns
Initial Util - 30.7%
MaxCap Viol Count - 0
Initial drt markers - 165
Yosys warns - 1
RSZ-0062 raised after global routing - no
Pleak - 2.11 nW
Mean Syn Cell Area - 22.0 um^2
Final worst setup slack - 0.0459 ns
WL final - 9680 um
Diodes inserted - 0
Cells after Synth - 230
Post-Route M1 WL - 3950 um
Final core utilization - 38.8%
Clock Tree Buf Depth - 2
Max Transition Viols Final - 0
WHS Endpoint - dout[0]
WL met2 - 4500 um
Most instantiated logic cells after routing - edfxtp_1 (128), buf_4 (33), mux4_2 (32), clkdlybuf4s50_1 (19), clkbuf_16 (17)
CTS-repair resized insts - 0
CTS Buf Count - 17
Die Y - 132 um
Seq pwr share - 49.7%
Netlist Area Pre-Place - 0.00507 mm^2
Place WS - -0.316 ns
Worst Skew - 0.00567 ns
Crit path DRT - 1.91 ns
DIE AREA - 0.0174 mm^2
First-pass GRT wire length - 15300 um
# rows - 47
Worst slew margin - 51.6%
registers in the layout, indices dropped and copies added (netlist names):
name / flops
dout: 8
ram: 128
kinds of logic (layout without fill, tap and decap cells):
group                  count (synthesis)  in the layout  share of synthesized area [%]
flip-flops                           136            136                           79.0
AND/OR/NAND/NOR                       35             35                           3.21
AND-OR/OR-AND                         16             16                           2.37
buffers and inverters                 11             91                           1.19
multiplexers                          32             32                           14.2
critical path, cell delays in order:
cell	delay (ns)
clkdlybuf4s50_1	0.57
or3b_2	0.53
nor2_1	0.19
buf_4	0.20
stage by stage:
| stage | power [mW] | area, um^2 |
|---|---|---|
| floorplan | 3.80 | 5070 |
| global placement | 4.02 | 5840 |
| detailed placement | 4.02 | 5840 |
| CTS | 7.22 | 6400 |
| global route | 7.41 | 6410 |
| finish | 7.16 | 6410 |
per-layer routing:
layer  global-route usage [%]  up-vias
li1                         -     1096
met3                     7.26       17
met1                     18.1     1234
met4                     2.39        0
met2                     18.5      100
met5                        0        -
synth_stat cells, drive strengths merged:
master / number / share of area [%]
nand2b: 2 / 0.25
nor2: 13 / 0.96
mux4: 32 / 14
clkbuf: 3 / 0.25
nand3: 1 / 0.099
buf: 8 / 0.94
nor3: 4 / 0.40
nand2: 9 / 0.67
edfxtp: 128 / 76
a22oi: 16 / 2.4
nor2b: 2 / 0.25
dfxtp: 8 / 3.2
and2: 1 / 0.12
nand3b: 2 / 0.30
or3b: 1 / 0.17
final cells by class:
cell class,instances,area (um^2),share of cell area [%]
sequential,136,4000,62.5
timing repair buffer,59,548,8.55
multi-input combinational,83,1010,15.8
clock buffer,21,470,7.34
tap,220,275,4.30
clock inverter,11,98.8,1.54
power groups by stage:
stage,clock (mW),sequential (mW),combinational [mW]
CTS,3.26,3.56,0.397
global route,3.41,3.57,0.426
finish,3.21,3.56,0.391
how the worst max path moves through the flow:
stage     cells after the start   endpoint     from  slack [ns]
4_1_cts                       4  ram[3][5]       we         0.1
5_1_grt                       5    dout[3]  addr[3]        0.01
6_report                      4  ram[3][5]       we        0.05
Power is estimated from default activity; no workload was simulated.
